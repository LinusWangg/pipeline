<file path="flow/constraint.sdc">
current_design forwardunit

set clk_period 2.8
set clk_io_pct 0.2

create_clock -name clk0 -period $clk_period

set non_clock_inputs [all_inputs -no_clocks]
set_input_delay [expr $clk_period * $clk_io_pct] -clock clk0 $non_clock_inputs
set_output_delay [expr $clk_period * $clk_io_pct] -clock clk0 [all_outputs]
</file>
<file path="flow/config.mk">
export PLATFORM = sky130hd
export DESIGN_NAME = forwardunit
export DESIGN_NICKNAME = forwardunit
export VERILOG_FILES = /design/flow/design.v
export SDC_FILE = /design/flow/constraint.sdc
export NUM_CORES = 4
export LEC_CHECK = 1
export CORE_AREA = 10 10 70 70
export DIE_AREA = 0 0 80 80
</file>
<file path="flow/run.sh">
#!/bin/bash
# OpenROAD 26Q1-2900-gdf79404cd8, Yosys 0.63+post, stock flow scripts
make -C /OpenROAD-flow-scripts/flow DESIGN_CONFIG=/design/flow/config.mk WORK_HOME=/design/flow/orfs finish
</file>
<file path="flow/design.v">
module forwardunit(ex_rs,ex_rt,mem_rw,mem_regWr,mem_memtoreg,mem_cp0op,wr_rw,wr_regWr,wr_memtoreg,wr_cp0op,forwardA,forwardB);  
input wire[4:0] ex_rs,ex_rt,mem_rw,wr_rw;
input wire[2:0] mem_cp0op,wr_cp0op;
input wire mem_regWr,wr_regWr;
input wire[1:0] mem_memtoreg,wr_memtoreg;
output reg[1:0] forwardA,forwardB;
initial begin
	forwardA = 2'd0;
	forwardB = 2'd0;
end
always@(*) begin
	if(mem_regWr == 1 && mem_rw != 0 && mem_rw == ex_rs && wr_memtoreg!=2)
	begin
		forwardA = 2'b10;
	end
	else if(wr_regWr == 1 && wr_rw != 0 && wr_rw == ex_rs  && wr_memtoreg!=2)
	begin
		forwardA = 2'b01;
	end
	else if(((mem_cp0op == 3'b001||wr_cp0op == 3'b001) && (mem_rw == ex_rs || wr_rw == ex_rs) && (mem_rw != 0 || wr_rw != 0))||(((mem_memtoreg == 2'd2 && mem_regWr == 1)||(wr_memtoreg == 2'd2 && wr_regWr == 1)) && (mem_rw == ex_rs || wr_rw == ex_rs)))
	begin
		forwardA = 2'b11;
	end
	else begin
		forwardA = 2'b00;
	end
	if(mem_regWr == 1 && mem_rw != 0 && mem_rw == ex_rt && mem_memtoreg!=2)
	begin
		forwardB = 2'b10;
	end
	else if(wr_regWr == 1 && wr_rw != 0 && wr_rw == ex_rt && wr_memtoreg!=2)
	begin
		forwardB = 2'b01;
	end
	else if(((mem_cp0op == 3'b001||wr_cp0op == 3'b001) && (mem_rw == ex_rt || wr_rw == ex_rt) && (mem_rw != 0 || wr_rw != 0))||(((mem_memtoreg == 2'd2 && mem_regWr == 1)||(wr_memtoreg == 2'd2 && wr_regWr == 1)) && (mem_rw == ex_rt || wr_rw == ex_rt)))
	begin
		forwardB = 2'b11;
	end
	else begin
		forwardB = 2'b00;
	end
end
endmodule
</file>
==> out/results.ini <==
[global_route]
grt_pass1_vias=663
grt_start_max_net_pins=5
grt-ovfl-total=0
antenna_found_initial=0
grt.total_usage_pct=5.26
grt_pass1_wl_um=2840

[finish]
nClkBuffers=0
fin_area_um2=1020
drive_above_1_share_pct=34.2
utilization_pct=29.9
register_area_um2=0
syn2layout_area_growth_pct=159
final_cell_mix=clkdlybuf4s50_1 (21), buf_4 (21), xnor2_1 (12)
ff_count=0

[die]
chipArea_um2=6400
row_count=21
ios=36
die_y_um=80
core_region_area_um2=3420
initCoreUtil_pct=11.6
die_w_um=80

[route]
vias_per_cell=3.72
ant_nets=0
wl_per_cell_um=11.4
drc=0
vias=584
diodes=0
drt_iter0_markers=24
routed_wl_um=1790
first_pass_iters=4

[timing]
hold_violations=0
worst_slack_ns=0.0602
maxSlewViolCount=0
setup_viol=0
max_freq_mhz=365
slew_headroom_pct=77.5
period_used_pct=97.9
worst_slew_pin_slew_ns=0.338
min_period_ns=2.74

[yosys]
postSynthSeqShare_pct=0
ys_top_cells_by_area=xnor2_1 (27%), xor2_1 (18%), nor2b_1 (6.3%), nor4_4 (5.4%), nand3_1 (5.1%)
yosys.area.top_type=xnor2_1
syn_area_um2=395
ys_cells=53
syn_area_per_cell_um2=7.46
ys.warnings.count=1
synth.distinct_cells=21
top_cell_area_share_pct=26.6
yosys_area_um2=395
synth_cells=53

[setup_path]
crit_path_start_kind=primary input
crit_type=primary input to primary output
crit_fanout=2
critPathArrivalTime_ns=2.18
critPathCapture=forwardA[1]
end_kind=primary output
critPathRequiredTime_ns=2.24
worstSetupStartpoint=wr_rw[3]

[job]
warning_count=32
drv_cap=0

[worst_hold_path]
hold_path_class=primary input to primary output

[place]
io_buffers=36
gp_congestion=0.823
dpl_cell_area_um2=963
dp_slack_ns=-0.431
hpwl_um=1620

[pwr]
ir_drop_uv=62.2
p_per_area_nw_per_um2=134
power_leakage_nw=0.414

[outcome]
status=finished clean

==> kinds of logic (layout without fill, tap and decap cells) <==
logic type | count (synthesis) | after routing | synth area share [%]
xor+xnor | 20 | 20 | 44.3
mux | 1 | 1 | 2.53
compound gates | 12 | 12 | 20.9
simple gates | 20 | 20 | 32.3
buf+inv | 0 | 58 | 0
==> how the worst min path moves through the flow <==
stage / cells after the start / to / slack [ns] / startpoint
after global routing: 7 / forwardA[0] / 1.85 / wr_rw[1]
after CTS: 7 / forwardA[0] / 1.90 / mem_rw[3]
final: 7 / forwardA[0] / 1.75 / wr_rw[1]
==> what timing repair did <==
item	CTS	global route
pin swaps	7	7
hold buffers	0	0
buffers inserted	2	0
resized	28	13
setup endpoints to repair	4	4
==> synthesized netlist by cell type <==
master and n:
a21oi_1 2, a32o_1 1, or4_4 1, o21ai_0 2, a22oi_1 1, mux2i_1 1, xnor2_1 12, a221oi_1 1
nand3_1 4, nor4_4 1, o21a_2 1, o221a_1 1, o21ai_1 2, nor3_1 4, nor2_1 3, nand2_1 1
xor2_1 8, nor2b_1 4, nor3b_1 1, o22ai_1 1, or4_1 1
==> per-stage QoR <==
| stage | hold slack [ns] | TNS (ns) | std cells | power (W) |
|---|---|---|---|---|
| after floorplan | 1.32 | 0 | 53 | 0.0000416 |
| after global placement | 2.30 | -1.49 | 155 | 0.000128 |
| after detailed placement | 2.31 | -1.60 | 155 | 0.000130 |
| after CTS | 1.90 | 0 | 157 | 0.000133 |
| after global routing | 1.85 | -0.00188 | 157 | 0.000148 |
| final | 1.75 | 0 | 157 | 0.000137 |
==> where the power goes <==
group	internal, W	total, W	leakage (nW)	switching [W]
clock network	0	0	0	0
registers	0	0	0	0
logic	0.0000862	0.000137	0.414	0.0000505
==> per-layer routing <==
layer  up-vias  global-route usage (%)  share of wire [%]
met5         -                       0                  0
met4         0                   0.176                  0
met3         0                    2.39                 13
met2        30                    6.74                 34
met1       242                    8.04                 53
li1        312                       -                  -
==> layout make-up <==
| type | count | area (um^2) |
|---|---|---|
| well taps | 46 | 57.6 |
| fillers | 374 | 2390 |
| repair buffers | 58 | 518 |
| multi-input cells | 53 | 447 |
==> worst max-delay path, stage by stage <==
cell and delay, ns:
clkdlybuf4s15_1 0.19, or4_4 0.55, nor4_4 0.33, o21a_2 0.18, o22ai_2 0.06, a32o_1 0.19
buf_2 0.11
Power is estimated from default activity; no workload was simulated.
